==> ./design.v <==
`timescale 1ns / 1ps
module monto(p,q,clk,rst,result,finish);
input [254:0]p,q;
input clk,rst;
reg [254:0 ]prime= 255'h7FFFFFFFFFFFFFFFFFFFFFFFFFFFFFFFFFFFFFFFFFFFFFFFFFFFFFFFFFFFFFED;
output [254:0]result;
output finish;
reg[254:0]k;
integer counter;
wire [254:0]r,r1,r2,r3,k_temp,k_temp2;
reg [254:0] r4;
always @(posedge clk)
begin
if(rst)
begin
k<=0;
counter<=0;
r4<=p;
end
else
begin
k<=k_temp3;
r4<=r4>>1;
counter=counter+1;
end
end
assign r={255{r4[0]}};
assign r1=r&q;
assign k_temp=k+r1;
assign r2={255{k_temp[0]}};
assign r3=r2&p;
assign k_temp2=k_temp+r3;
assign k_temp3=k_temp2>>1;
assign result=(k>=prime)?(k-prime):k;
assign finish=(counter==255)?1:0;
endmodule
==> ./run.sh <==
#!/bin/bash
# OpenROAD 26Q1-2900-gdf79404cd8, Yosys 0.63+post, stock flow scripts
make -C /OpenROAD-flow-scripts/flow DESIGN_CONFIG=/design/flow/config.mk WORK_HOME=/design/flow/orfs finish
==> ./config.mk <==
export PLATFORM = sky130hd
export DESIGN_NAME = monto
export DESIGN_NICKNAME = monto
export VERILOG_FILES = /design/flow/design.v
export SDC_FILE = /design/flow/constraint.sdc
export NUM_CORES = 4
export LEC_CHECK = 1
export CORE_AREA = 10 10 298 298
export DIE_AREA = 0 0 308 308
==> ./constraint.sdc <==
current_design monto

set clk_period 3.9
set clk_io_pct 0.2

create_clock -name clk0 -period $clk_period [get_ports {clk}]

set non_clock_inputs [all_inputs -no_clocks]
set_input_delay [expr $clk_period * $clk_io_pct] -clock clk0 $non_clock_inputs
set_output_delay [expr $clk_period * $clk_io_pct] -clock clk0 [all_outputs]
==> run summary <==
impl run done, here's what came out: HP Start=r4[167], ANT cells=0, Num CTS Buffers=35, PD cells=461 mW/mm2, gr usage total=5.96%, I/O pins=768, Die H=308 um, Post-Synth Adder-Cell Area=0.215%, yosys simple share=4.84%, xor/xnor share=0.980%, maximum vdd drop=0.000326 V, WL/cell=12.9 um, Finished Cell Area=0.0157 mm2, RR Endpoint=counter[26], ys flop type=dfxtp_1, Post-DRT Antenna Nets=0, row cnt=105, Post-CTS Setup Bufs=0, DR vias=6911, Slew Limit Fails=0, CTS tree=yes, vias in the first global route=7415, Registers, synthesis=288, min Tclk post-route=3.21 ns, Complex Gates by Area=1.33%, count of input and output buffers=260, total negative slack=0 ns, Hold Slack=0.443 ns, R2R Setup Slk=1.64 ns, Reg2Reg Launch Point=counter[0], initial antenna violation count=8, Late-Pin Clk Latency=0.54 ns, WHS Path Cells=1, Setup-failing EPs final=0, final hold vios=0, yosys stat area=0.0116 mm2, chip area=0.0949 mm2, number of detailed-route iterations in the first pass=6, Area Overhead vs Synth=34.9%, skew final=0.0249 ns, fp util=14.2%, Hold Buf Count CTS=0, Critical Path Sink Type=primary output, initial drt markers=156, max-slew headroom at the worst pin=56.1%, GPL Wtd Cong=0.801, clock share of power=45.2%, number of fill cells=8923, Worst Max-Slew Pin Slew=0.659 ns, share of cells above drive strength 1=25.2%, YS warnings=2, Sw Ratio=21.7%, post-synthesis instance total=986, RSZ-0062 raised after global routing=false, routed vias/inst=2.95, dominant kind of combinational cell=multiplexers, Residual DRC=0, Root Driver=clkbuf_16, largest net degree at the start of global routing=72, internal power=5.66 mW, Arrival @ worst endpoint=2.43 ns, Resized cells post-CTS=0, critical path startpoint category=register, combinational fraction of design power=9.1%, number of enable flip-flop cells=0, clk sinks=288, gr ovfl total=0, sequential fraction of the synthesis area=49.6%, Max FO, Critical Path=9, Max Cap Viol=0, Multiplexer share=25.1%, CTS Buffer Depth=3, Worst Hold Endpoint=r4[166], # H-tree levels=2, worst reg2reg path depth=5, HPWL Detailed=23100 um, placed cell areas=0.0145 mm2, total wire length=30200 um, WS Path Type=reg -> out, Crit path required time=3.12 ns, distinct lib cells=34, syn avg cell area=11.8 um2, leakage power=6.12 nW, first-pass GRT wire length=43200 um, Post-Syn Area=0.0116 mm2, worst min path class=reg -> reg, Net Switching=1.57 mW, Die W=308 um, fin crit share=82.4%, Fmax=0.311 GHz, CTS clk-pin slew, worst paths=0.06 ns, post-synthesis async set-or-reset flop share=0%, Sequential Power Share=45.6%, OpenROAD warning count=278, CORE AREA=0.0821 mm2, status=complete, no violations, cells in synth_stat.txt=986
-- cell type report --
cell class                      instances  area (um2)  area share (%)
Inverter                                5        18.8           0.120
Clock inverter                         12         168            1.07
Sequential cell                       288        5770            36.8
Timing Repair Buffer                  265        2680            17.1
Multi-Input combinational cell        656        4730            30.1
Clock buffer                           47         981            6.26
Tap cell                             1070        1340            8.54
-- Yosys cell counts (3+ instances only) --
| library cell | count | area (um2) |
|---|---|---|
| dfxtp_1 | 288 | 5770 |
| buf_4 | 255 | 1910 |
| mux2_2 | 255 | 2870 |
| clkbuf_1 | 28 | 105 |
| nor2_1 | 18 | 67.6 |
| nand2_1 | 16 | 60.1 |
| a21oi_1 | 15 | 75.1 |
| or3_1 | 13 | 81.3 |
| nor4_1 | 10 | 62.6 |
| o21ai_1 | 10 | 50.1 |
| xnor2_1 | 9 | 78.8 |
| nand3_1 | 6 | 30.0 |
| nor2b_1 | 6 | 37.5 |
| nor3_1 | 6 | 30.0 |
| buf_1 | 5 | 18.8 |
| inv_1 | 5 | 18.8 |
| nand4_1 | 5 | 31.3 |
| and4_1 | 4 | 35.0 |
| mux2_1 | 4 | 45.0 |
| xor2_1 | 4 | 35.0 |
| o21ai_0 | 3 | 15.0 |
| or4_1 | 3 | 22.5 |
-- registers in the layout, indices dropped and copies added, names as in the netlist --
| signal | flops |
|---|---|
| counter | 32 |
| k | 1 |
| r4 | 255 |
-- cells by family after synthesis --
| kind of cell | Yosys count |
|---|---|
| and+or+nand+nor | 98 |
| adders and majority gates | 2 |
| DFF | 288 |
| other | 1 |
| buffers and inverters | 295 |
| muxes | 259 |
| AOI/OAI and AO/OA | 30 |
| xor gates and xnor gates | 13 |
-- critical path: stages, from the launching register on --
cell	delay, ns
dfxtp_1	0.41
ha_1	0.28
nand4_4	0.20
nor4_1	0.43
clkdlybuf4s50_1	0.59
-- through the flow --
step / power, mW / instances / worst slack [ns] / util [%]
floorplan: 3.84 / 1239 / 1.86 / -
CTS: 7.44 / 2343 / 0.629 / 19.1
global route: 7.60 / 2343 / 0.552 / 19.1
global placement: 4.05 / 2284 / 1.25 / 17.7
detailed placement: 4.05 / 2284 / 1.25 / 17.7
finish: 7.24 / 2343 / 0.686 / 19.1
-- power groups by stage --
stage         combinational, mW  sequential (mW)  clock [mW]
global route              0.734             3.33        3.54
CTS                       0.682             3.31        3.45
finish                    0.659             3.30        3.27
-- worst max path at each step --
stage | cells after the start | to | startpoint | slack (ns)
CTS | 4 | finish | counter[0] | 0.63
global route | 4 | finish | counter[0] | 0.55
finish | 4 | finish | counter[0] | 0.69
-- cell usage in the layout, fill, tap and decap left out, types with 3 or more instances in the layout --
master / synthesis / layout
clkinv_2: 0 / 4
or4_1: 3 / 3
and4_1: 4 / 4
o21ai_0: 3 / 3
nor2_1: 18 / 18
inv_1: 5 / 5
clkbuf_16: 0 / 35
xnor2_1: 9 / 9
nand2_1: 16 / 16
buf_12: 0 / 3
clkdlybuf4s50_1: 0 / 259
or3_1: 13 / 13
nor4_1: 10 / 10
nor3_1: 6 / 6
nand4_1: 5 / 5
bufinv_16: 0 / 3
a21oi_1: 15 / 15
clkbuf_8: 0 / 6
mux2_2: 255 / 255
xor2_1: 4 / 4
nand3_1: 6 / 6
conb_1: 1 / 254
o21ai_1: 10 / 10
mux2_1: 4 / 4
clkbuf_1: 28 / 6
nor2b_1: 6 / 6
dfxtp_1: 288 / 288
-- metal layers --
metal	wire [um]	track usage [%]
met1	12700	7.54
met2	13400	9.23
met3	3110	2.62
met4	919	1.54
met5	33	0
No activity file was given, so power comes from the tool's default toggle rates.
