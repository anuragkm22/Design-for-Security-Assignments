==> flow/design.v <==
`timescale 1ns / 1ps
module full_adder(
  input a, b, cin,
  output sum,cout
);
  assign {sum, cout} = {a^b^cin, ((a & b) | (b & cin) | (a & cin))};
endmodule
module ripple_carry_adder #(parameter SIZE = 511) (
  input [SIZE-1:0] A, B, 
  input Cin,
  output [SIZE-1:0] S);
  wire [SIZE-1:0] Cout;
  genvar g;
  full_adder fa0(A[0], B[0], Cin, S[0], Cout[0]);
  generate   
    for(g = 1; g<SIZE; g = g+1) begin
      full_adder fa(A[g], B[g], Cout[g-1], S[g], Cout[g]);
    end
  endgenerate
endmodule
==> flow/run.sh <==
#!/bin/bash
# OpenROAD 26Q1-2900-gdf79404cd8, Yosys 0.63+post, stock flow scripts
make -C /OpenROAD-flow-scripts/flow DESIGN_CONFIG=/design/flow/config.mk WORK_HOME=/design/flow/orfs finish
==> flow/config.mk <==
export PLATFORM = sky130hd
export DESIGN_NAME = ripple_carry_adder
export DESIGN_NICKNAME = ripple_carry_adder
export VERILOG_FILES = /design/flow/design.v
export SDC_FILE = /design/flow/constraint.sdc
export NUM_CORES = 4
export LEC_CHECK = 1
export CORE_AREA = 10 10 586 586
export DIE_AREA = 0 0 596 596
==> flow/constraint.sdc <==
current_design ripple_carry_adder

set clk_period 194.9
set clk_io_pct 0.2

create_clock -name clk0 -period $clk_period

set non_clock_inputs [all_inputs -no_clocks]
set_input_delay [expr $clk_period * $clk_io_pct] -clock clk0 $non_clock_inputs
set_output_delay [expr $clk_period * $clk_io_pct] -clock clk0 [all_outputs]
==> flow_summary.html <==
<h2>Synthesis and place &amp; route</h2>
<table>
<tr><th>Metric</th><th>Value</th></tr>
<tr><th colspan="2">Run</th></tr>
<tr><td>Stage-log warning count</td><td>36</td></tr>
<tr><td>Max capacitance violation total</td><td>0</td></tr>
<tr><th colspan="2">Final timing</th></tr>
<tr><td>FMAX</td><td>just under 0.004 GHz</td></tr>
<tr><td>Final Cycle Share</td><td>1.33</td></tr>
<tr><td>Final Slew Violations</td><td>0</td></tr>
<tr><td>Min Clock Period, post-route</td><td>259.90 ns</td></tr>
<tr><td>Relative slew slack</td><td>0.465</td></tr>
<tr><td>Number of hold violations in the final report</td><td>0</td></tr>
<tr><td>Final setup slack of the worst path</td><td>-65.00 ns</td></tr>
<tr><td>Actual transition at the worst max-transition pin</td><td>0.800 ns</td></tr>
<tr><td>Setup repair after global routing missed its margin</td><td>yes</td></tr>
<tr><td>Total negative slack</td><td>-5924.12 ns</td></tr>
<tr><td>Number of endpoints failing setup at the final stage</td><td>181</td></tr>
<tr><th colspan="2">Synthesis</th></tr>
<tr><td>Number of standard cells reported by yosys</td><td>~1000</td></tr>
<tr><td>Synthesis warning total</td><td>0</td></tr>
<tr><td>Post-synthesis average cell area</td><td>13.7 um2</td></tr>
<tr><td>Area reported by Yosys stat</td><td>0.0141 mm2</td></tr>
<tr><td>Sequential fraction of the synthesis area</td><td>0</td></tr>
<tr><td>Netlist cell types</td><td>4</td></tr>
<tr><td>Biggest area contributors in the synthesized netlist</td><td>fa_1 (72%), buf_4 (27%), xor3_1 (0.17%), inv_1 (0.13%)</td></tr>
<tr><td>Max-area cell share</td><td>0.725</td></tr>
<tr><td>Gate count of the mapped netlist</td><td>1027</td></tr>
<tr><td>Cell area after synthesis</td><td>0.0141 mm2</td></tr>
<tr><td>Most area-hungry cell type in the Yosys netlist</td><td>fa_1</td></tr>
<tr><th colspan="2">Global route</th></tr>
<tr><td>Most heavily used metal layer in global routing</td><td>met2</td></tr>
<tr><td>Antenna violations before repair</td><td>a little under 300</td></tr>
<tr><td>GR Layer Usage met3</td><td>0.111</td></tr>
<tr><td>Global Route met1 Usage</td><td>0.152</td></tr>
<tr><td>Vias in the first global route</td><td>15800</td></tr>
<tr><td>Maximum number of pins on one net before global-route repair</td><td>2</td></tr>
<tr><td>Grt total ovfl</td><td>0</td></tr>
<tr><td>Met2 global-route usage</td><td>0.315</td></tr>
<tr><td>Overall track demand over capacity in global routing</td><td>0.170</td></tr>
<tr><td>Wire length of the first global-routing pass</td><td>346 mm</td></tr>
<tr><th colspan="2">Setup path</th></tr>
<tr><td>Worst Path Required</td><td>around 160 ns</td></tr>
<tr><td>Cell family with most CP delay</td><td>adder cells</td></tr>
<tr><td>Crit path to</td><td>S[510]</td></tr>
<tr><td>Crit path capture type</td><td>output pin</td></tr>
<tr><td>Worst path buffer plus inverter count</td><td>4</td></tr>
<tr><td>Max Fanout on Critical Path</td><td>1</td></tr>
<tr><td>Worst EP arrival</td><td>between 200 and 250 ns</td></tr>
<tr><td>Beginning of the critical path</td><td>B[0]</td></tr>
<tr><td>Crit path launch type</td><td>primary input</td></tr>
<tr><td>Cell depth of the worst setup path</td><td>515</td></tr>
<tr><td>Most frequent cell on the critical path</td><td>fa_2</td></tr>
<tr><td>Setup CP Type</td><td>primary input to output pin</td></tr>
<tr><td>Slowest cell on the critical path</td><td>fa_2</td></tr>
<tr><td>Largest stage delay on the critical path</td><td>0.50 ns</td></tr>
<tr><th colspan="2">Cells and area</th></tr>
<tr><td>Fraction of final layout cells sized beyond drive strength 1</td><td>0.352</td></tr>
<tr><td>Signed area change from the synthesized netlist to the final layout</td><td>143%</td></tr>
<tr><td>Sequential cell area in the final layout</td><td>0 um2</td></tr>
<tr><td>Most used cells in the layout excluding fill and tap cells</td><td>clkdlybuf4s50_1 (1340), fa_2 (510), buf_12 (149), buf_2 (30), buf_4 (25)</td></tr>
<tr><td>Flip-flops</td><td>0</td></tr>
<tr><td>Count of clock buffers in the final design</td><td>0</td></tr>
<tr><td>Most used logic cell in the final layout</td><td>clkdlybuf4s50_1</td></tr>
<tr><td>Area of all placed cells without fillers</td><td>0.0342 mm2</td></tr>
<tr><td>Area used by multi-input combinational logic</td><td>0.0115 mm2</td></tr>
<tr><td>Post-route non-filler standard cell count</td><td>about 6600</td></tr>
<tr><td>Filler Cells Inserted</td><td>37500</td></tr>
<tr><th colspan="2">Placed design</th></tr>
<tr><td>Placed inst area</td><td>0.0340 mm2</td></tr>
<tr><td>Sum of net half-perimeters after detailed placement</td><td>~300 mm</td></tr>
<tr><td>Quantity of I/O buffers inserted on ports</td><td>1534</td></tr>
<tr><td>RePlAce Congestion</td><td>approximately 1.1</td></tr>
<tr><td>Cells after DPL</td><td>roughly 6400</td></tr>
<tr><th colspan="2">Floorplanning</th></tr>
<tr><td>Die height</td><td>just under 600 um</td></tr>
<tr><td>Die width</td><td>596 um</td></tr>
<tr><td>Placeable core region</td><td>roughly 0.33 mm2</td></tr>
<tr><td>Number of core rows</td><td>approximately 210</td></tr>
<tr><td>Total die area</td><td>~0.36 mm2</td></tr>
<tr><td>Core utilization at floorplan</td><td>0.0427</td></tr>
<tr><td>Ports</td><td>1534</td></tr>
<tr><th colspan="2">Pwr</th></tr>
<tr><td>Leak</td><td>10.3 nW</td></tr>
<tr><td>Maximum VDD drop</td><td>0.00000255 V</td></tr>
<tr><td>Power per cell area</td><td>5.42 mW/mm2</td></tr>
<tr><th colspan="2">Detailed routing</th></tr>
<tr><td>Number of DRC violations after detailed routing</td><td>0</td></tr>
<tr><td>Routed WL per cell</td><td>roughly 47 um</td></tr>
<tr><td>Antenna-violating nets left</td><td>0</td></tr>
<tr><td>Total routed wirelength</td><td>307 mm</td></tr>
<tr><td>Iteration-0 DRC Markers</td><td>408</td></tr>
<tr><td>Via-per-instance ratio</td><td>roughly 2.1</td></tr>
<tr><td>1st-pass router iterations</td><td>4</td></tr>
<tr><td>Total number of vias</td><td>13600</td></tr>
<tr><th colspan="2">Clock network</th></tr>
<tr><td>Post-CTS Setup Repair Bufs</td><td>0</td></tr>
<tr><td>CTS Hold Buffers Added</td><td>0</td></tr>
<tr><th colspan="2">Run status</th></tr>
<tr><td>Run status</td><td>finished with violations</td></tr>
<tr><td>Violated checks</td><td>setup timing</td></tr>
<tr><th colspan="2">Worst hold path</th></tr>
<tr><td>Classification of the worst-slack hold path</td><td>primary input to output pin</td></tr>
</table>
[layout make-up]
class / instances / area share
timing repair buffer: 1558 / 0.494
multi-input combinational: 511 / 0.336
tap: 4366 / 0.160
antenna: 126 / 0.00921
inverter: 5 / 0.00106
[repair_timing]
item | CTS | global route
pin swaps | 11 | 2
resized | 115 | 20
setup endpoints to repair | 183 | 188
[report_power, final]
group	switching [mW]	internal, mW
combinational	0.0955	0.0899
sequential	0	0
clock	0	0.0000000927
total	0.0955	0.0899
[kinds of logic after synthesis]
logic type               synth area share
buffers and inverters               0.274
adder cells (fa/ha/maj)             0.725
XOR/XNOR                          0.00169
[cell usage after synthesis]
cell and count:
buf_4 511, fa_1 510, inv_1 5, xor3_1 1
[per-layer routing]
| layer | wire length [um] | vias up |
|---|---|---|
| met3 | 44100 | 492 |
| met5 | 1040 | - |
| met4 | 13400 | 154 |
| li1 | - | 4807 |
| met2 | 159000 | 1367 |
| met1 | 89000 | 6827 |
[stage by stage]
step	hold slack [ns]	setup slack (ns)	util	power (mW)
6_report	78.73	-65.00	0.104	0.185
5_1_grt	78.77	-68.45	0.103	0.197
4_1_cts	78.73	-65.55	0.103	0.196
3_5_place_dp	78.78	-65.81	0.103	0.195
3_3_place_gp	78.78	-65.57	0.103	0.197
2_1_floorplan	78.21	-56.46	-	0.0450
[worst min path at each step]
| stage | startpoint | endpoint | slack (ns) | depth (start not counted) |
|---|---|---|---|---|
| 4_1_cts | B[343] | S[343] | 78.73 | 3 |
| 5_1_grt | B[343] | S[343] | 78.77 | 3 |
| 6_report | B[343] | S[343] | 78.73 | 3 |
Power figures rest on the tool's default switching activity, not on a simulated workload.
